--- flow/design.v ---
module dotopt(input logic clk, input logic rst_n,
           output logic slave_waitrequest,
           input logic [3:0] slave_address,
           input logic slave_read, output logic [31:0] slave_readdata,
           input logic slave_write, input logic [31:0] slave_writedata,
           input logic master_waitrequest,
           output logic [31:0] master_address,
           output logic master_read, input logic [31:0] master_readdata, input logic master_readdatavalid,
           output logic master_write, output logic [31:0] master_writedata,
           input logic master2_waitrequest,
           output logic [31:0] master2_address,
           output logic master2_read, input logic [31:0] master2_readdata, input logic master2_readdatavalid,
           output logic master2_write, output logic [31:0] master2_writedata);
    enum logic [2:0] {WAIT, READw, STOREw, CHECK} state;
    enum logic [1:0] { READa, STOREa,DONE} state2;
    logic [31:0] w_addr,a_addr,a_len;
    logic signed [31:0] w_data, a_data,sum,sum_reg;
    logic signed [63:0] product;
    logic m2_valid;
    always_ff @(posedge clk or negedge rst_n) begin
        if (!rst_n) begin
            state <= WAIT;
            w_addr <= 0;
            a_addr <= 0;    
            w_data <= 0;
            a_data <= 0;
            a_len <=0;
            sum <= 0;  
        end else begin
            case (state)
                WAIT: begin
                    if(slave_write)begin
                        case (slave_address)
                            4'd0: if(a_len > 0)begin
                                state <= READw;
                                state2 <= READa;
                            end
                            4'd2: w_addr <= slave_writedata;
                            4'd3: a_addr <= slave_writedata;
                            4'd5: a_len <= slave_writedata;
                        endcase
                    end    
                    w_data <= 0;
                    a_data <= 0;
                    sum <= 0;  
                end
                READw: begin
                    if (!master_waitrequest)
                        state <= STOREw;
                end
                STOREw: begin
                    if(master_readdatavalid)begin
                        w_data <= master_readdata;
                        if(m2_valid) state <= CHECK;
                    end
                end
                CHECK: begin
                    if (a_len > 1) begin
                        a_len <= a_len - 32'b1;
                        w_addr <= w_addr + 32'd4;
                        a_addr <= a_addr + 32'd4;
                        state <= READw;
                        state2 <= READa;
                    end else begin
                        state <= WAIT;
                        sum_reg <= sum + product[47:16];
                    end
                    sum <= sum + product[47:16];
                end
            endcase
            case(state2)
                READa: begin
                    if (!master2_waitrequest)
                        state2 <= STOREa;
                end
                STOREa: begin
                    if(master2_readdatavalid)begin
                        a_data <= master2_readdata;
                        state2 <= DONE;
                    end
                end
                DONE:begin
                end
            endcase
        end
    end
    always_comb begin
        slave_waitrequest = 1'b1;
        master_address = 32'b0;
        master_read = 1'b0;
        master_write = 1'b0;
        master_writedata = 32'b0;
        slave_readdata =32'bx;
        product = 64'b0;
        m2_valid = 0;
        master2_address = 32'b0;
        master2_read = 1'b0;
        case (state)
            WAIT: begin
                slave_waitrequest = 0;
                if(slave_read && slave_address == 0)
                    slave_readdata = sum_reg;
            end
            READw: begin
                master_address = w_addr;
                master_read = 1'b1;
            end
            STOREw: begin
                master_address = w_addr;
                master_read = 1'b0;
            end
            CHECK: begin
                master_address = w_addr;
                master_read = 1'b0;
                product <= w_data * a_data;
            end
        endcase
        case(state2)
            READa: begin
                master2_address = a_addr;
                master2_read = 1'b1;
            end
            STOREa: begin
                master2_address = a_addr;
                master2_read = 1'b0;
                if(master2_readdatavalid)begin
                    m2_valid <= 1;
                end
            end
            DONE:begin
                master2_read = 1'b0;
                if(state == READw || state == STOREw)begin
                    m2_valid = 1;
                    master2_address = a_addr;
                end
            end
        endcase
    end
endmodule: dotopt
--- flow/run.sh ---
#!/bin/bash
# OpenROAD 26Q1-2900-gdf79404cd8, Yosys 0.63+post, stock flow scripts
make -C /OpenROAD-flow-scripts/flow DESIGN_CONFIG=/design/flow/config.mk WORK_HOME=/design/flow/orfs finish
--- flow/config.mk ---
export PLATFORM = sky130hd
export DESIGN_NAME = dotopt
export DESIGN_NICKNAME = dotopt
export VERILOG_FILES = /design/flow/design.v
export SDC_FILE = /design/flow/constraint.sdc
export NUM_CORES = 4
export LEC_CHECK = 1
export CORE_UTILIZATION = 40
--- flow/constraint.sdc ---
current_design dotopt

set clk_period 26.9
set clk_io_pct 0.2

create_clock -name clk0 -period $clk_period [get_ports {clk}]

set non_clock_inputs [all_inputs -no_clocks]
set_input_delay [expr $clk_period * $clk_io_pct] -clock clk0 $non_clock_inputs
set_output_delay [expr $clk_period * $clk_io_pct] -clock clk0 [all_outputs]
==> results.md <==
| Step | Parameter | Reported |
|:---|:---|:---|
| setup path | Slowest cell on the critical path | sky130_fd_sc_hd__a211oi_1 |
| synthesis | Asr flop ratio synth | 84.8% |
| global route | Pin count of the biggest net entering global routing | 68 |
| sta | Setup TNS Final | 0 ns |
| placed design | Tally of buffers added on design ports | 205 |
| sta | Final Hold Violation Tally | 0 |
| sta | # setup viols final | 0 |
| sta | Max-slew violation count | 0 |
| clock tree | Number of buffers added by the clock tree synthesis step | 30 |
| layout | Max FFs per register | 64 |
| layout | Number of inserted filler cells in the final layout | 9845 |
| synthesis | Share of the synthesized area in the top cell type | 40.2% |
| synthesis | Number of different library cells in the post-synthesis netlist | 76 |
| synthesis | Predominant post-synthesis flop cell | sky130_fd_sc_hd__dfrtp_1 |
| setup path | Highest fanout seen on the critical path | 26 |
| routing | Post-route antenna net violation count | 0 |
| routing | Post-detailed-routing wire length | 109000 um |
| routing | DR top layer | met5 |
| synthesis | Biggest area consumer among synthesized cells | sky130_fd_sc_hd__fa_1 |
| floorplanning | Core outline area | 103000 um^2 |
| global route | First-pass GRT wire length | 177000 um |
| layout | Fin util | 44.4% |
| setup path | Crit Path Class | register to register |
| status | Outcome | finished clean |
| clock tree | Clock Pin Slew Worst Setup and Hold Paths | 0.07 ns |
| setup path | CP Launch Type | register |
| floorplanning | Floorplan-stage core utilization | 40.4% |
| routing | Via/cell ratio | 5.03 |
| synthesis | Cell with the most instances after synthesis | sky130_fd_sc_hd__fa_1 |
| layout | Area taken by multi-input logic gates | 31600 um^2 |
| floorplanning | Width of the die | 325 um |
| sta | Fmax | 0.0964 GHz |
| setup path | Arrival time at the worst endpoint | 10.90 ns |
| placed design | DPL Wire Length | 85800 um |
| routing | Routed metal-1 wirelength | 44200 um |
| sta | Setup repair after global routing missed its margin | no |
| synthesis | Area of the synthesized netlist per yosys stat | 41800 um^2 |
| floorplanning | Chip area | 106000 um^2 |
| routing | Post-detailed-route wirelength per cell | 18.1 um |
| routing | Number of detailed-route iterations in the first pass | 5 |
| run | Number of warnings in the stage logs | 27 |
| synthesis | Synth Register Bits | 231 |
| floorplanning | Top-level port count | 273 |
| sta | Worst clock skew | 0.216 ns |
| routing | Via count of the routed design | 30.3k |
| run | Max cap viols | 0 |
| synthesis | Ranking of synthesized cells by instance count | sky130_fd_sc_hd__fa_1, sky130_fd_sc_hd__inv_1, sky130_fd_sc_hd__nand2_1 |
| synthesis | Synthesized cell area | 41800 um^2 |
| routing | DRC marker count from the first detailed-route iteration | 1358 |
| synthesis | Number of cells in the yosys synthesis report | 4555 |
| sta | Worst slack on hold paths | 0.498 ns |
| routing | Detailed route wirelength on metal2 | 52800 um |
| pwr | Power Dens Cells | 26.5 nW/um^2 |
| global route | Overflow left after global routing | 0 |
| floorplanning | Number of core rows | 118 |
| synthesis | Avg Cell Area, Syn | 9.17 um^2 |
| layout | FF/Latch Area | 5930 um^2 |
| clock tree | Maximum clock path buffer count | 3 |
| layout | Share of post-route cells with drive strength above 1 | 3.51% |
| global route | Via count of the first global-routing pass | 31.5k |
| clock tree | Worst-skew pair later-pin latency | 0.63 ns |
| placed design | RePlAce Congestion | 0.926 |
| synthesis | Number of standard cells after synthesis | 4555 |
| sta | Headroom to the max-slew limit | 36.6% |
| clock tree | H-tree levels | 1 |
| global route | Initial antenna violation count | 11 |
| setup path | Slowest cell delay on critical path | 0.79 ns |
| sta | Post-layout minimum cycle time | 10.38 ns |
| clock tree | CTS resizes | 0 |
| synthesis | Sequential element share of the synthesized area | 14.2% |
| pwr | Reported leakage power | 0.0221 uW |
| synthesis | Count of library flops with an enable pin | 32 |
| pwr | Tot Pwr | 1220 uW |
| routing | Drt drc | 0 |
| clock tree | Post-cts hold-fix buffer tally | 0 |
| setup path | Data required, critical path | 27.42 ns |
| clock tree | Library cell used as clock root buffer | sky130_fd_sc_hd__clkbuf_16 |
| layout | Synthesis-to-layout area growth | 10.1% |
| synthesis | Synth warn | 34 |
| placed design | Dpl cells | 5967 |
| pwr | Maximum resistive drop on vdd | 49.1 uV |
| sta | Slew at the pin closest to its max-slew limit | 0.945 ns |
| synthesis | Cell area leaders | sky130_fd_sc_hd__fa_1, sky130_fd_sc_hd__dfrtp_1, sky130_fd_sc_hd__and2_1 |
| clock tree | Post-CTS setup-driven buffer insertion count | 0 |
| routing | Detailed-routed wire length on met3 | 9110 um |
| hold path | Path category of the worst min-delay check | register to register |
| floorplanning | Vertical die size | 325 um |
| global route | Combined global-route utilization of all metal layers | 22.7% |
| clock tree | Clk sinks | 231 |
| layout | Finished Layout Cells | 6024 |
| setup path | Critical Path Sink Type | register |
| clock tree | CTS tree | built |
| setup path | Most prevalent standard cell on the critical path | sky130_fd_sc_hd__fa_1 |
| sta | Share of the clock period used by the worst path | 38.6% |
## layout make-up
type	count	share of cell area, %
flip-flops and latches	231	12.9
multi-input cells	3236	68.6
clock inverters	21	0.462
inverters	832	6.79
repair buffers	288	5.83
diodes	1	0.00544
well taps	1380	3.75
clock buffers	35	1.67
## routing by layer
layer,vias up,track usage (%)
li1,14000,-
met1,15200,31.8
met2,946,35.7
met3,128,7.81
met4,22,4.75
met5,-,0.453
## placed cells by master, fill, tap and decap left out, types with 18 or more instances in the layout
| master | instances |
|---|---|
| sky130_fd_sc_hd__nor2b_1 | 49 |
| sky130_fd_sc_hd__nand4_1 | 23 |
| sky130_fd_sc_hd__nor3_1 | 26 |
| sky130_fd_sc_hd__and3_1 | 22 |
| sky130_fd_sc_hd__xnor2_1 | 62 |
| sky130_fd_sc_hd__clkbuf_16 | 30 |
| sky130_fd_sc_hd__fa_1 | 839 |
| sky130_fd_sc_hd__ha_1 | 198 |
| sky130_fd_sc_hd__dfrtp_1 | 194 |
| sky130_fd_sc_hd__nand3_1 | 57 |
| sky130_fd_sc_hd__nand2b_1 | 21 |
| sky130_fd_sc_hd__clkdlybuf4s50_1 | 204 |
| sky130_fd_sc_hd__o21a_1 | 18 |
| sky130_fd_sc_hd__xor2_1 | 22 |
| sky130_fd_sc_hd__and2_1 | 537 |
| sky130_fd_sc_hd__nand2_1 | 561 |
| sky130_fd_sc_hd__o21ai_0 | 132 |
| sky130_fd_sc_hd__a22o_1 | 65 |
| sky130_fd_sc_hd__edfxtp_1 | 32 |
| sky130_fd_sc_hd__a21oi_1 | 157 |
| sky130_fd_sc_hd__buf_4 | 83 |
| sky130_fd_sc_hd__a21o_1 | 27 |
| sky130_fd_sc_hd__nor2_1 | 111 |
| sky130_fd_sc_hd__inv_1 | 830 |
| sky130_fd_sc_hd__conb_1 | 66 |
| sky130_fd_sc_hd__o22ai_1 | 68 |
## worst max-delay path: cells and delay by family, from the launching register on
family          cells  cell delay [ns]
xor+xnor            1             0.11
flops               1             0.57
simple gates        6             1.19
buf+inv             3             0.49
fa+ha+maj          10             4.36
compound gates     13             3.50
## power breakdown
group / internal (uW) / switching (uW) / total, uW
clock network: 235 / 180 / 415
logic: 121 / 216 / 337
registers: 404 / 63.1 / 467
## cell families (layout without fill, tap and decap cells)
| group | Yosys count | count (layout) | synth area share, % |
|---|---|---|---|
| compound gates | 571 | 571 | 8.54 |
| xor+xnor | 88 | 88 | 1.98 |
| fa+ha+maj | 1037 | 1037 | 46.1 |
| buf+inv | 1153 | 1176 | 11.0 |
| flops | 231 | 231 | 14.2 |
| mux | 22 | 22 | 0.542 |
| other cells | 1 | 67 | 0.00898 |
| simple gates | 1452 | 1452 | 17.6 |
## worst paths after layout
kind,startpoint,cells after the start,to,slack (ns)
setup reg to reg,w_data[12],33,sum[31],16.52
setup / recovery,w_data[12],33,sum[31],16.52
max in group asynchronous,rst_n,2,a_addr[17],20.90
hold reg to reg,w_data[0],1,w_data[0],0.50
hold / removal,w_data[0],1,w_data[0],0.50
min in group asynchronous,rst_n,1,w_data[26],4.66
## metrics by stage
| step | area, um^2 | worst slack [ns] |
|---|---|---|
| 2_1_floorplan | 42000 | 18.12 |
| 3_3_place_gp | 45000 | 16.63 |
| 3_5_place_dp | 45000 | 16.63 |
| 4_1_cts | 46000 | 16.58 |
| 5_1_grt | 46000 | 16.02 |
| 6_report | 46000 | 16.52 |
Power is estimated from default activity; no workload was simulated.
