--- flow/config.mk ---
export PLATFORM = sky130hd
export DESIGN_NAME = prga
export DESIGN_NICKNAME = prga
export VERILOG_FILES = /design/flow/design.v
export SDC_FILE = /design/flow/constraint.sdc
export NUM_CORES = 4
export LEC_CHECK = 1
export CORE_UTILIZATION = 50
--- flow/constraint.sdc ---
current_design prga

set clk_period 67.2
set clk_io_pct 0.2

create_clock -name clk0 -period $clk_period [get_ports {clk}]

set non_clock_inputs [all_inputs -no_clocks]
set_input_delay [expr $clk_period * $clk_io_pct] -clock clk0 $non_clock_inputs
set_output_delay [expr $clk_period * $clk_io_pct] -clock clk0 [all_outputs]
--- flow/design.v ---
module prga(input logic clk, input logic rst_n,
            input logic en, output logic rdy,
            input logic [23:0] key,
            output logic [7:0] s_addr, input logic [7:0] s_rddata, output logic [7:0] s_wrdata, output logic s_wren,
            output logic [7:0] ct_addr, input logic [7:0] ct_rddata,
            output logic [7:0] pt_addr, input logic [7:0] pt_rddata, output logic [7:0] pt_wrdata, output logic pt_wren);
    logic high;
    logic [7:0] pad [255:0];
    logic [7:0] i,j,k,si,sj,msg_len,ctk,temp_si;
    logic [3:0] what;
    enum {WAIT,RDSi,RDSj,WRSi,WRSj,SETj,GETSj,MSG_LEN,GET_LEN,PADk,RDPADk, 
    PT_LEN,RDCTk, GETCTk, WRPTk} state;
    always_ff @(posedge clk)begin
        if(rst_n === 0) state <= WAIT;
        unique case(state)
            WAIT:begin
                i <= 0;
                j <= 0;
                k <= 1;
                si <=0;
                sj <=0;
                for (int z = 0; z < 256; z++) begin
                    pad[i] <= 8'h0;  
                end
                if(en) high <= 1;
                if(!en && high)begin 
                    high <= 0;
                    state <= MSG_LEN;
                end
            end
            MSG_LEN:begin
                state <= GET_LEN;
            end
            GET_LEN:begin
                msg_len <= ct_rddata;
                state <=RDSi;
            end
            RDSi:begin
                if(msg_len != 0) begin 
                    i <= (i+1) % 256;
                end
                else state <= PT_LEN;
                state <=SETj;
            end
            SETj:begin
                si <= s_rddata;
                j <= (j + temp_si) % 256; 
                state <= RDSj;
            end
            RDSj:begin
                state <= GETSj;
            end
            GETSj:begin
                sj<=s_rddata;
                state <= WRSj;
            end
            WRSj:begin 
                state <= WRSi;
            end
            WRSi:begin
                state <= RDPADk;
            end
            RDPADk:begin
                state <= PADk;
            end
            PADk:begin
                pad[k] <= s_rddata;
                if(k<msg_len) begin
                    state <= RDSi;
                    k <= k + 1;
                end
                else begin
                    state <= PT_LEN;
                    k<=1;
                end
            end
            PT_LEN:begin
               state <= RDCTk;
            end
            RDCTk:begin
                state <= GETCTk;
            end
            GETCTk:begin
                ctk <= ct_rddata;
                state <= WRPTk;
            end
            WRPTk:begin
                if(k<msg_len) begin
                    state <= RDCTk;
                    k <= k + 1;
                end
                else state <= WAIT;
            end
        endcase 
    end
    always_comb begin
        s_wrdata = 8'b0;
        s_addr = 8'b0;
        s_wren = 1'b0;
        ct_addr = 8'b0;
        pt_wrdata = 8'b0;
        pt_addr = 8'b0;
        pt_wren = 1'b0;
        rdy = 1'b0;
        temp_si = 0;
        case(state)
            WAIT:begin
                s_wrdata = 0;
                s_addr = 0;
                rdy = 1;
                s_wren = 0;
            end
            MSG_LEN:begin
                ct_addr = i;
                rdy = 0;
            end
            GET_LEN:begin
                ct_addr = i;
                rdy = 0;
            end
            RDSi:begin
                s_wrdata = 1'bx;
                s_addr = (i+1) % 256;
                rdy = 0;
                s_wren = 0;
            end
            SETj:begin
                temp_si = s_rddata;
                s_wrdata = 1'bx;
                s_addr = i;
                rdy = 0;
                s_wren = 0;
            end
            RDSj:begin
                s_wrdata = 1'bx;
                s_addr = j;
                rdy = 0;
                s_wren = 0;
            end
            GETSj:begin
                s_wrdata = 1'bx;
                s_addr = j;
                rdy = 0;
                s_wren = 0;
            end
            WRSj:begin
                s_wrdata = si;
                s_addr = j;
                rdy = 0;
                s_wren = 1;
            end
            WRSi:begin
                s_wrdata = sj;
                s_addr = i;
                rdy = 0;
                s_wren = 1;
            end
            RDPADk:begin
                s_wrdata = 1'bx;
                s_addr = (sj+si) % 256;
                rdy = 0;
                s_wren = 0;
            end
            PADk:begin
                s_wrdata = 1'bx;
                s_addr = (sj+si) % 256;
                rdy = 0;
                s_wren = 0;
            end
            PT_LEN:begin
                pt_wrdata = msg_len;
                pt_addr = 0;
                rdy = 0;
                pt_wren = 1;
            end
            RDCTk:begin
                ct_addr = k;
                rdy = 0;
            end
            GETCTk:begin
                ct_addr = k;
                rdy = 0;
            end
            WRPTk:begin
                pt_wrdata = pad[k] ^ ctk; 
                pt_addr = k;
                rdy = 0;
                pt_wren = 1;
            end
        endcase
    end
endmodule: prga
--- flow/run.sh ---
#!/bin/bash
# OpenROAD 26Q1-2900-gdf79404cd8, Yosys 0.63+post, stock flow scripts
make -C /OpenROAD-flow-scripts/flow DESIGN_CONFIG=/design/flow/config.mk WORK_HOME=/design/flow/orfs finish
==> CHANGELOG.md <==
### Changed

- Status: finished, final reports clean
- EDFF count, synth: 2105
- Sequential element share of the synthesized area: 75.7%
- Via count: 41461
- Pre-Place Util: 50.3%
- Yosys reg bits: 2128
- Worst-path maximum fanout: 32
- Layout Cells excl Fill: 6797
- YS chip area: 84200 um2
- Crit path kind: flip-flop to output port
- Clk_skew: 36.0 ps
- Root buf cell: clkbuf_16
- First-pass GRT wire length: 305000 um
- Max Freq: 48.1 MHz
- Die area: 170000 um2
- Final count of negative-setup-slack endpoints: 0
- Cell area leaders: edfxtp_1, mux4_2, nor2_1, mux2i_1, o22ai_1
- H-tree levels: 4
- Final Hold Vio Count: 0
- FP Rows: 150
- Final Max Tran Viols: 0
- Most frequent logic cell in the layout: edfxtp_1
- Startpoint Class: flip-flop
- Vias in the first global route: 45157
- Synth Cell Area: 84200 um2
- Die height: 412 um
- Gp weighted congestion: 0.933
- Power, Total: 4.36 mW
- Routed WL: 209000 um
- Synth unique cells: 79
- Core Area: 167000 um2
- Top cell area share: 75.1%
- CP Capture Type: output port
- Drt via density: 6.10
- MaxCap Viol Count: 0
- 1st-iter DRT viols: 2705
- Hold-fix buffer count after cts: 0
- HP Class: flip-flop to flip-flop
- Slew HR: 26.4%
- Hpwl dp: 128000 um
- Ys Warns: 1
- Cell type with the largest total area: edfxtp_1
- Worst Tran Pin Value: 1100 ps
- Number of port buffers: 60
- Buf/Inv on CP: 5
- Clk slew on worst S/H paths: 60 ps
- Drt first pass iters: 5
- Setup TNS: 0 ps
- Area delta synth->final: 11.6%
- DRT antenna net count: 0
- CTS tree: yes
- Clock sinks: 2128
- Max rail drop VDD: 0.0462 mV
- Leak pwr: 29.9 nW
- Residual DRC: 0
- GRT overflow: 0
- Clock latency (worst-skew pair): 860 ps
- Clock buffer depth: 3
- Initial antenna violation count: 4
- Largest net degree at the start of global routing: 148
- OpenROAD warning count: 62
- Cells after Synth: 4208
- Crit-path cells: buf_4, buf_4, buf_4, buf_4, and3b_1, a22oi_1, a211oi_1, nand3_1, o22ai_1, a31oi_1, xor2_1, o21ai_1, clkdlybuf4s50_1
- Power Dens Cells: 46.4 nW/um2
- Post-Place Cells: 6412
- Fillers: 12256
- # Post-CTS Setup Buffers: 0
- Global Route Usage Sum: 28.4%
- Layout cells sized above 1: 22.3%
- Die width: 412 um
- Top cells excl fill/tap: edfxtp_1, mux4_2, nor2_1
- I/O pin cnt: 94
- TritonCTS Buffers: 210
- RSZ-0062 raised after global routing: no
- Most common cell on crit path: buf_4
- Drt wl/cell: 30.7 um
- Critical path arrival: 7340 ps
- Cts repair resizes: 0
- Worst Path Required: 53760 ps
- Delay of the slowest critical-path stage: 660 ps
- Syn avg cell area: 20.0 um2
- Slowest cell on the critical path: dfxtp_4
- Yosys cell count: 4208
- Fraction of registers with async set/reset: 0%
- Synth Flop Type: edfxtp_1
- Crit path max-delay family: buffers and inverters
- Period utilization: 30.9%
- Tmin final: 20780 ps
[area by class of cell]
type                       count  area, um2  share of cell area, %
sequential                  2128      63700                   67.8
multi-input combinational   1796      18900                   20.1
clock buffer                 264       5490                   5.84
tap                         2204       2760                   2.94
timing repair buffer         256       2110                   2.25
clock inverter               120        947                   1.01
inverter                      28        105                  0.112
antenna                        1       2.50                0.00266
[flip-flops by register name (all words and copies together), names as in the netlist, named ones only]
name and count:
k 8, sj 8, j 8, msg_len 8, high 1, state 15
i 8, ctk 8, pad 2048, si 8
[cell usage after synthesis (9+ instances only)]
library cell	count
edfxtp_1	2105
mux4_2	441
nor2_1	326
mux2i_1	118
o22ai_1	118
nand2_1	95
clkbuf_1	80
buf_2	70
buf_4	60
mux2_2	58
o21ai_0	49
and2_1	40
a22o_1	36
nor3_1	36
buf_6	34
a22oi_1	32
a211oi_1	29
inv_1	27
o221ai_1	27
a21oi_1	24
or3_1	24
dfxtp_1	23
ha_1	23
nand3_1	23
or2_2	21
and3_1	20
a31oi_1	19
nor4_1	18
or4_1	18
xnor2_1	18
nor2b_1	17
nand2b_1	13
xor2_1	13
o2bb2ai_1	10
buf_1	9
[metal layers]
metal	global-route usage [%]	vias to the layer above	share of wire, %
met5	1.22	-	0.13
met4	6.56	10	3.1
met3	18.6	323	15
met2	40.5	2180	48
met1	40.1	21120	34
li1	-	17828	-
[metrics by stage]
stage               util [%]  setup WS (ps)  hold WS [ps]  area [um2]
finish                  56.2          46420           342       94000
global route            56.2          45850           363       94000
CTS                     56.2          46190           345       94000
detailed placement      52.3          47070           333       87500
global placement        52.3          47140           328       87500
floorplan                  -          49650           323       84200
[power by group]
group	total, mW	leakage, nW	internal (mW)	switching, mW
clock	1.10	3.14	0.616	0.487
sequential	1.83	19.5	1.78	0.0459
combinational	1.43	7.17	0.458	0.968
[kinds of logic (layout without fill, tap and decap cells)]
group | Yosys count | count (layout) | share of synthesized area, %
flip-flops | 2128 | 2128 | 75.7
AND/OR/NAND/NOR | 690 | 690 | 3.94
multiplexers | 621 | 621 | 14.1
AND-OR/OR-AND | 429 | 429 | 3.59
buffers and inverters | 284 | 668 | 1.99
XOR/XNOR | 31 | 31 | 0.323
adder cells (fa/ha/maj) | 25 | 25 | 0.390
other | 0 | 1 | 0
[path summary, 6_finish.rpt]
check,end,slack (ps),cells past startpoint,from
worst max-delay path,pt_wrdata[6],46420,13,flip-flop
worst min-delay path,state[11],340,0,state[3]
worst min register to register,state[11],340,0,state[3]
worst max register to register,pad[192][1],62680,8,state[2]
Power and IR drop assume default switching activity.
