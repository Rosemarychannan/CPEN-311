## flow/config.mk

```make
export PLATFORM = sky130hd
export DESIGN_NAME = dot
export DESIGN_NICKNAME = dot
export VERILOG_FILES = /design/flow/design.v
export SDC_FILE = /design/flow/constraint.sdc
export NUM_CORES = 4
export LEC_CHECK = 1
export CORE_UTILIZATION = 40
```

## flow/constraint.sdc

```tcl
current_design dot

set clk_period 26.5
set clk_io_pct 0.2

create_clock -name clk0 -period $clk_period [get_ports {clk}]

set non_clock_inputs [all_inputs -no_clocks]
set_input_delay [expr $clk_period * $clk_io_pct] -clock clk0 $non_clock_inputs
set_output_delay [expr $clk_period * $clk_io_pct] -clock clk0 [all_outputs]
```

## flow/design.v

```verilog
module dot(input logic clk, input logic rst_n,
           output logic slave_waitrequest,
           input logic [3:0] slave_address,
           input logic slave_read, output logic [31:0] slave_readdata,
           input logic slave_write, input logic [31:0] slave_writedata,
           input logic master_waitrequest,
           output logic [31:0] master_address,
           output logic master_read, input logic [31:0] master_readdata, input logic master_readdatavalid,
           output logic master_write, output logic [31:0] master_writedata);
    enum logic [2:0] {WAIT, READw, STOREw, READa, STOREa, CHECK, WRITE} state;
    logic [31:0] w_addr,a_addr,a_len;
    logic signed [31:0] w_data, a_data,sum,sum_reg;
    logic signed [63:0] product;
    always_ff @(posedge clk or negedge rst_n) begin
        if (!rst_n) begin
            state <= WAIT;
            w_addr <= 0;
            a_addr <= 0;    
            w_data <= 0;
            a_data <= 0;
            a_len <=0;
            sum <= 0;  
        end else begin
            case (state)
                WAIT: begin
                    if(slave_write)begin
                        case (slave_address)
                            4'd0: if(a_len > 0)state <= READw;
                            4'd2: w_addr <= slave_writedata;
                            4'd3: a_addr <= slave_writedata;
                            4'd5: a_len <= slave_writedata;
                        endcase
                    end    
                    w_data <= 0;
                    a_data <= 0;
                    sum <= 0;  
                end
                READw: begin
                    if (!master_waitrequest)
                        state <= STOREw;
                end
                STOREw: begin
                    if(master_readdatavalid)begin
                        w_data <= master_readdata;
                        state <= READa;
                    end
                end
                READa: begin
                    if (!master_waitrequest)
                        state <= STOREa;
                end
                STOREa: begin
                    if(master_readdatavalid)begin
                        a_data <= master_readdata;
                        state <= CHECK;
                    end
                end
                CHECK: begin
                    if (a_len > 1) begin
                        a_len <= a_len - 32'b1;
                        w_addr <= w_addr + 32'd4;
                        a_addr <= a_addr + 32'd4;
                        state <= READw;
                    end else begin
                        state <= WAIT;
                        sum_reg <= sum + product[47:16];
                    end
                    sum <= sum + product[47:16];
                end
            endcase
        end
    end
    always_comb begin
        slave_waitrequest = 1'b1;
        master_address = 32'b0;
        master_read = 1'b0;
        master_write = 1'b0;
        master_writedata = 32'b0;
        slave_readdata =32'b0;
        product = 64'b0;
        case (state)
            WAIT: begin
                slave_waitrequest = 0;
                slave_readdata = sum_reg;
            end
            READw: begin
                master_address = w_addr;
                master_read = 1'b1;
            end
            STOREw: begin
                master_address = w_addr;
                master_read = 1'b0;
            end
            READa: begin
                master_address = a_addr;
                master_read = 1'b1;
            end
            STOREa: begin
                master_address = a_addr;
                master_read = 1'b0;
            end
            CHECK: begin
                master_address = a_addr;
                master_read = 1'b0;
                product <= w_data * a_data;
            end
        endcase
    end
endmodule: dot
```

## flow/run.sh

```bash
#!/bin/bash
# OpenROAD 26Q1-2900-gdf79404cd8, Yosys 0.63+post, stock flow scripts
make -C /OpenROAD-flow-scripts/flow DESIGN_CONFIG=/design/flow/config.mk WORK_HOME=/design/flow/orfs finish
```

==> run notes <==
Implementation results.

The cell that appears most often on the critical path is sky130_fd_sc_hd__fa_1. The clock slew at the register clock pins of the worst setup and hold paths is around 60 ps. In this run, the synthesized area fraction spent on and/or/nand/nor cells is recorded as 0.166. The endpoint of the worst-slack reg-to-reg timing path is sum_reg[31]$_DFFE_PP_. The final core utilization is 0.441. The floorplan die area is roughly 100000 sq um.

For reference, the top logic cell family by area is adder cells. The worst-case max-slew headroom was logged as 0.486. Per the synthesis report, the AND-OR/OR-AND share of the synthesized area is 0.0933.

The post-CTS setup-driven buffer insertion count is 0. The sequential cell area fraction in the yosys report is 0.143. The synthesized netlist handed to floorplanning was reported with a cell count of ~4400.

The path with the worst hold slack has its endpoint at state[5]$_DFF_PN0_. In the Yosys report the total cell count is approximately 4400. The area of all placed cells without fillers is 45000 sq um. The average wire length per cell after detail routing is 18.8 microns. Per the CTS log, the maximum H-tree level is 1.

The final route contains ~30000 vias. The overall overflow remaining after global route is 0. In this run, CTS created clock tree buffers numbering 30. Note that the worst hold path type here is register to register.

Between the synthesized netlist and the finished layout, the area growth was recorded as 9.10%. Input and output buffers added on the ports amount to 138. Counting I/O delays and the setup requirement, the final critical path takes ~11000 ps. The netlist area before placement is around 41000 sq um. The area share of xor/xnor cells in the synthesized design is 0.0217. According to the floorplan report, the placeable core area is just over 100000 sq um.

The area figure in the yosys stat output is between 40000 and 50000 sq um. In the post-route report, total wirelength is listed as roughly 110000 microns. By area the synthesized netlist is led by sky130_fd_sc_hd__fa_1 41%, sky130_fd_sc_hd__dfrtp_1 12%, sky130_fd_sc_hd__and2_1 8.1%, sky130_fd_sc_hd__inv_1 7.6%, sky130_fd_sc_hd__ha_1 6.0%. TritonRoute reported its final design rule violation total as 0.

The number of cells on the worst reg-to-reg path is 33. Measured against the total synthesized area, the mux share comes to 0.00273. The delay of the slowest cell on the worst path is approximately 770 ps.

The leakage dissipation is between 20 and 25 nW. The start point of the worst min-delay path is state[5]$_DFF_PN0_. After clock tree synthesis, the repair step resized 0 gates. The run finished with clean final reports. The number of different library cells used by synthesis comes to approximately 71. The first detailed-routing pass took 5 iterations. The cell area power density is 85.9 nW/um^2.

The post-synth register bit count is around 230. The transition time at the pin with the least slew margin is just under 800 ps. The maximum clock path buffer count is 3. The hold-critical path depth is 1. Using the TritonRoute via totals, the vias-per-cell ratio works out to around 5. The worst reg2reg path startpoint is a_data[5]$_DFFE_PN0P_. In this run the mean area of a mapped cell was ~9.3 sq um. The dominant synthesized flop cell is sky130_fd_sc_hd__dfrtp_1. Counting endpoints that fail hold in the final report gives 0. The cell-mix breakdown from Yosys lists the adder-cell area share as 0.467. The layout cell share with drive strength beyond 1 is 0.0386. STA classifies the critical path endpoint as a register.

The biggest fanout along the worst timing path is 18. Per the skew report, the later register of the worst-skew pair sees a clock latency of slightly above 600 ps. The data required time at the worst endpoint is around 27000 ps. STA puts the critical path data arrival time at 11320 ps. Pins over their slew limit in the final report were tallied at 0.

The worst supply voltage drop on vdd is approximately 110 uV. The count of endpoints failing setup in the final report is 0. The first global-routing pass estimated 178000 microns of wire. Total global-route track usage over all layers is 0.235.

The maximum clock skew at final layout is 18.5 ps. In this run the tools logged warnings totalling 27. The post-route fraction of the period consumed by the critical path is 0.414. The clock tree has to reach between 200 and 250 sinks. The flip-flop count of the largest register after layout is approximately 64.

After synthesis, the share of flip-flops with an asynchronous set or reset is 0.861. For this configuration, the core starts out at a cell density of 0.404. The die extent in y is 323 microns. The clock tree from TritonCTS is done. The via count of the first global-routing pass is 31059. The number of buffers inserted for hold repair after clock tree synthesis is 0. For this block, the initial DRC count from the detailed router was between 1000 and 1500. The horizontal extent of the die is between 300 and 400 microns.

For this run, the top clock speed supported by timing is 91.2 MHz. Sorting the Yosys area breakdown by cell type puts at the top sky130_fd_sc_hd__fa_1. The congestion estimate from routability-driven global placement came to roughly 0.92. Of the post-synthesis cell area, the dominant cell type holds 0.407.

The number of placement rows is approximately 120. The setup check on the worst reg-to-reg path leaves a slack of roughly 16000 ps. The reported max-cap violation count is 0. Entering global routing, the biggest net connects roughly 73 pins.

By startpoint and endpoint, the worst setup path is classified as register to register. Detailed placement reports a standard cell area of between 40000 and 50000 sq um. According to the I/O placement log, the pin count is about 170. The cell type of the slowest stage on the worst timing path is sky130_fd_sc_hd__dfrtp_1. The cell at the root of the clock tree is sky130_fd_sc_hd__clkbuf_16. The launching element type of the critical path is a register. After routing, the total negative slack on setup checks comes to 0 ps. The antenna diode count is 0. The number of antenna violations at the first check in global routing was 2.

The count of antenna-violating nets left after detailed routing is 0. The half-perimeter wire length of the detailed placement result is between 80000 and 90000 microns. Setup repair after global routing left no endpoint under its margin. In this run, synthesis inferred 32 flip-flops with an integrated enable.

The number of warnings reported in the yosys synthesis log is 1.
-- where the power goes --
| group | switching (W) | internal, W |
|---|---|---|
| clock network | 0.000179 | 0.000253 |
| registers | 0.000140 | 0.000463 |
| logic | 0.00168 | 0.00115 |
-- cell usage after synthesis, drive strengths merged (4+ instances only) --
library cell    n
fa            839
inv           836
and2          537
nand2         479
clkbuf        245
ha            198
dfrtp         197
a21oi         193
a22o          126
o21ai         120
nor2           82
xnor2          77
o22ai          74
nand3          68
buf            45
edfxtp         32
nor3           27
and3           26
xor2           25
nand2b         24
a21o           21
nand4          20
nor2b          16
nor3b          12
mux2i           9
nor4            9
o21bai          9
a211oi          8
or3             8
a2111oi         5
a31oi           5
and4            5
o31ai           5
or2             5
o211ai          4
o21a            4
-- cell families (layout without fill, tap and decap cells) --
logic type	Yosys count	in the layout
AND-OR/OR-AND	595	595
XOR/XNOR	102	102
adder cells (fa/ha/maj)	1037	1037
buffers and inverters	1126	1120
flip-flops	230	230
multiplexers	11	11
other	1	33
AND/OR/NAND/NOR	1323	1323
-- worst max path at each step --
stage / to / from / slack (ps)
CTS: sum_reg[31]$_DFFE_PP_ / a_data[5]$_DFFE_PN0P_ / 15490
global route: sum_reg[31]$_DFFE_PP_ / a_data[5]$_DFFE_PN0P_ / 14980
finish: sum_reg[31]$_DFFE_PP_ / a_data[5]$_DFFE_PN0P_ / 15530
-- layer usage --
layer  up-vias  global-route usage  wire length [microns]
met5         -            0.000926                     20
met4         2              0.0576                   3550
met3       147              0.0710                   8710
met2       988               0.364                  52300
met1     15168               0.338                  44800
li1      13581                   -                      -
-- critical path: cells and delay by family (launching register included) --
| kind | cells | cell delay, ps |
|---|---|---|
| XOR/XNOR | 3 | 550 |
| buffers and inverters | 3 | 520 |
| AND-OR/OR-AND | 9 | 2470 |
| flip-flops | 1 | 770 |
| AND/OR/NAND/NOR | 8 | 1730 |
| adder cells (fa/ha/maj) | 10 | 4650 |
-- through the flow --
| step | hold WS [ps] | setup WS (ps) | std cells | power, W |
|---|---|---|---|---|
| floorplan | 450 | 17280 | 4457 | 0.00256 |
| global placement | 459 | 15600 | 5763 | 0.00344 |
| detailed placement | 471 | 15560 | 5763 | 0.00346 |
| CTS | 484 | 15490 | 5819 | 0.00392 |
| global route | 514 | 14980 | 5819 | 0.00428 |
| finish | 482 | 15530 | 5819 | 0.00386 |
-- cells in the final DEF, fill, tap and decap left out, drive strengths merged, types with 5 or more instances in the layout --
master	synthesis	layout
fa	839	839
inv	836	838
and2	537	537
nand2	479	479
ha	198	198
dfrtp	197	197
a21oi	193	193
clkdlybuf4s50	0	137
a22o	126	126
o21ai	120	120
buf	45	90
nor2	82	82
xnor2	77	77
o22ai	74	74
nand3	68	68
clkbuf	245	36
conb	1	33
edfxtp	32	32
nor3	27	27
and3	26	26
xor2	25	25
nand2b	24	24
a21o	21	21
nand4	20	20
nor2b	16	16
clkinv	0	13
nor3b	12	12
o21bai	9	9
mux2i	9	9
nor4	9	9
or3	8	8
a211oi	8	8
o31ai	5	5
and4	5	5
a31oi	5	5
or2	5	5
a2111oi	5	5
-- final cells by class --
type,count,area (sq um)
timing repair buffer,228,2060
tap,1368,1710
sequential,230,5920
fill,9749,57000
clock inverter,21,241
inverter,836,3140
multi-input combinational,3101,31100
clock buffer,35,790
Power is estimated from default activity; no workload was simulated.
